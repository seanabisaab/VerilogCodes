[flow/run.sh]
#!/bin/bash
# OpenROAD 26Q1-2900-gdf79404cd8, Yosys 0.63+post, stock flow scripts
make -C /OpenROAD-flow-scripts/flow DESIGN_CONFIG=/design/flow/config.mk WORK_HOME=/design/flow/orfs finish
[flow/config.mk]
export PLATFORM = sky130hd
export DESIGN_NAME = ssd_driver5
export DESIGN_NICKNAME = ssd_driver5
export VERILOG_FILES = /design/flow/design.v
export SDC_FILE = /design/flow/constraint.sdc
export NUM_CORES = 4
export LEC_CHECK = 1
export CORE_AREA = 10 10 101 101
export DIE_AREA = 0 0 111 111
[flow/constraint.sdc]
current_design ssd_driver5

set clk_period 2.2
set clk_io_pct 0.2

create_clock -name clk0 -period $clk_period [get_ports {ssd_clk}]

set non_clock_inputs [all_inputs -no_clocks]
set_input_delay [expr $clk_period * $clk_io_pct] -clock clk0 $non_clock_inputs
set_output_delay [expr $clk_period * $clk_io_pct] -clock clk0 [all_outputs]
[flow/design.v]
`timescale 1ns / 1ps
module ssd_driver5(
    input [7:0] ssd_driver_port_inp,
    input ssd_clk,
    input ssd_rst,
    output [6:0] ssd_driver_port_cc,
    output [7:0]ssd_driver_port_an
    );
    reg[6:0] ssd_driver_tmp_cc;
    reg [7:0]ssd_driver_tmp_an = 8'hFE;
    wire[7:0] ssd_driver_digit;
    assign ssd_driver_digit = ssd_driver_port_inp;
    always@(posedge ssd_clk)
        begin
              if (ssd_driver_tmp_an == 8'hFD)
                    ssd_driver_tmp_an = 8'hFE;
              else if (ssd_driver_tmp_an == 8'hFE)
                    ssd_driver_tmp_an = 8'hFD;
              if(ssd_rst)
                ssd_driver_tmp_cc = 7'b1000000;
              else
              begin
                    if (ssd_driver_tmp_an == 8'hFE)  
                        begin
                        case(ssd_driver_digit[3:0])
                            4'h0:   ssd_driver_tmp_cc = 7'b1000000;
                            4'h1:   ssd_driver_tmp_cc = 7'b1111001;
                            4'h2:   ssd_driver_tmp_cc = 7'b0100100;
                            4'h3:   ssd_driver_tmp_cc = 7'b0110000;
                            4'h4:   ssd_driver_tmp_cc = 7'b0011001;
                            4'h5:   ssd_driver_tmp_cc = 7'b0010010;
                            4'h6:   ssd_driver_tmp_cc = 7'b0000010;
                            4'h7:   ssd_driver_tmp_cc = 7'b1111000;
                            4'h8:   ssd_driver_tmp_cc = 7'b0000000;
                            4'h9:   ssd_driver_tmp_cc = 7'b0011000;
                            4'hA:   ssd_driver_tmp_cc = 7'b0001000;
                            4'hB:   ssd_driver_tmp_cc = 7'b0000011;
                            4'hC:   ssd_driver_tmp_cc = 7'b1000110; 
                            4'hD:   ssd_driver_tmp_cc = 7'b0100001;
                            4'hE:   ssd_driver_tmp_cc = 7'b0000110;
                            4'hF:   ssd_driver_tmp_cc = 7'b0001110;
                            default: ssd_driver_tmp_cc = 7'hZZZZ;
                        endcase
                        end
                    else if (ssd_driver_tmp_an == 8'hFD)  
                        begin
                        case(ssd_driver_digit[7:4])
                            4'h0:   ssd_driver_tmp_cc = 7'b1000000;
                            4'h1:   ssd_driver_tmp_cc = 7'b1111001;
                            4'h2:   ssd_driver_tmp_cc = 7'b0100100;
                            4'h3:   ssd_driver_tmp_cc = 7'b0110000;
                            4'h4:   ssd_driver_tmp_cc = 7'b0011001;
                            4'h5:   ssd_driver_tmp_cc = 7'b0010010;
                            4'h6:   ssd_driver_tmp_cc = 7'b0000010;
                            4'h7:   ssd_driver_tmp_cc = 7'b1111000;
                            4'h8:   ssd_driver_tmp_cc = 7'b0000000;
                            4'h9:   ssd_driver_tmp_cc = 7'b0011000;
                            4'hA:   ssd_driver_tmp_cc = 7'b0001000;
                            4'hB:   ssd_driver_tmp_cc = 7'b0000011;
                            4'hC:   ssd_driver_tmp_cc = 7'b1000110; 
                            4'hD:   ssd_driver_tmp_cc = 7'b0100001;
                            4'hE:   ssd_driver_tmp_cc = 7'b0000110;
                            4'hF:   ssd_driver_tmp_cc = 7'b0001110;
                            default: ssd_driver_tmp_cc = 7'hZZZZ;
                        endcase
                        end
                end
            end
        assign ssd_driver_port_an = ssd_driver_tmp_an;
        assign ssd_driver_port_cc[6:0] = ssd_driver_tmp_cc[6:0];
endmodule
==> flow_summary.json <==
{
  "outcome": "finished, final reports clean",
  "ctsHoldBuffers": 0,
  "r2r-start": "ssd_driver_tmp_an[0]$_DFF_P_",
  "io_pins": 25,
  "route.antenna.remaining_nets": 0,
  "flop_cell": "dfxtp_1",
  "grt_usage_pct": 4.15,
  "hold_violations": 0,
  "wl_met2_um": 1160,
  "yosys-top-cells-area": "dfxtp_1 29%, ha_1 12%, o21ai_0 5.8%",
  "die_area_um2": 12300,
  "total_power_mw": 0.606,
  "routedWlPerCell_um": 9.93,
  "dp_cells": 257,
  "worst_pin_slew_ns": 0.475,
  "num_rows": 33,
  "warnings": 33,
  "dr_wl_met3_um": 132,
  "synth_top_area_share_pct": 28.8,
  "hold_path_depth": 0,
  "fp.dieH_um": 111,
  "worstSetupStartpointType": "primary input",
  "p_leak_nw": 0.557,
  "ys_async_sr_fraction_pct": 0,
  "core_area_um2": 8130,
  "cp.arrival_ns": 2.10,
  "syn_avg_cell_area_um2": 8.27,
  "cts_tree": "yes",
  "post_cts_resized": 0,
  "numCtsBuffers": 3,
  "top_area_cell": "dfxtp_1",
  "place.gp.congestion": 0.852,
  "drt_first_pass_iters": 4,
  "portBuffers": 24,
  "drt_iter0_drc": 88,
  "layout-drive-gt1-share_pct": 16.7,
  "rr_worst_depth": 5,
  "clock_path_buffers": 2,
  "drc_errors": 0,
  "holdCritStartpoint": "ssd_driver_tmp_an[4]$_DFF_P_",
  "synth_flops": 15,
  "ys_cells": 126,
  "area_growth_pct": 44.8,
  "h-tree-depth": 1,
  "grt_pass1_wl_um": 4460,
  "synthCells": 126,
  "initial_core_util_pct": 12.8,
  "yosys_warnings": 3,
  "clock_sinks": 15,
  "clockRootBuffer": "clkbuf_8",
  "vdd_drop_max_mv": 0.144,
  "fin_crit_ns": 1.94,
  "place_hpwl_um": 2180,
  "powerDensity_nw_per_um2": 402,
  "clkTransAtPathRegs_ns": 0.06,
  "highest_layer": "met4",
  "worstPathRequired_ns": 2.36,
  "die_w_um": 111,
  "place_area_um2": 1460,
  "cap_violations": 0,
  "grt_pass1_vias": 934,
  "fill_cells": 881,
  "worstHoldPathType": "reg -> reg",
  "critPathCaptureType": "register",
  "worstHoldEndpoint": "ssd_driver_tmp_an[4]$_DFF_P_",
  "setup_tns_ns": 0,
  "fin_util_pct": 18.6,
  "antenna_cells": 0,
  "antenna_found_initial": 0,
  "slew_violations": 0,
  "path_class": "in -> reg",
  "fin_area_um2": 1510,
  "fmax_mhz": 514,
  "path_max_fanout": 3,
  "grt_overflow_total": 0,
  "synth.distinct_cells": 34,
  "wl_um": 2590,
  "wl_met1_um": 1270,
  "finalClockSkew_ns": 0.00170,
  "rsz0062_at_grt": "false",
  "clkLatencyLatePin_ns": 0.24,
  "vias": 928,
  "stdcell_count": 261,
  "top_cell": "dfxtp_1",
  "setup_violations": 0,
  "ys_chip_area_um2": 1040,
  "worstReg2RegEnd": "ssd_driver_tmp_cc[4]$_SDFFE_PP0P_",
  "maxSlewHeadroom_pct": 68.1,
  "period_used_pct": 88.4,
  "syn-cell-area_um2": 1040,
  "r2r_slack_ns": 0.52,
  "ys_seq_share_pct": 28.8,
  "postCtsSetupRepairBufs": 0,
  "grt_max_degree": 13,
  "edf_count": 0,
  "via_per_inst": 3.56,
  "top_cells_by_count": "15 x dfxtp_1, 12 x o21ai_0, 11 x nand2_1"
}
## per-stage QoR
stage                     hold slack (ns)  worst slack [ns]
final                               0.365             0.255
after global placement              0.359            0.0174
after floorplan                     0.405             0.607
after detailed placement            0.361           0.00873
after global routing                0.377            0.0778
after CTS                           0.368             0.264
## where the power goes
part	switching, mW	internal, mW
clock network	0.0910	0.128
logic	0.0539	0.0600
registers	0.000615	0.273
total	0.145	0.461
## final cells by class
cell class                 count  area (µm²)  share of cell area (%)
multi-input combinational     92         668                    44.3
inverter                       9        33.8                    2.24
timing repair buffer          36         330                    21.9
clock buffer                   4        45.0                    2.99
tap                          105         131                    8.71
sequential                    15         300                    19.9
## critical path, stage by stage
cell	delay, ns
clkdlybuf4s50_1	0.44
inv_1	0.11
ha_1	0.19
nor2b_1	0.06
or3b_1	0.38
o211ai_1	0.12
o21ai_0	0.11
a211oi_1	0.24
## kinds of logic after synthesis
| logic type | synth area share [%] |
|---|---|
| and+or+nand+nor | 20.4 |
| buffers and inverters | 7.08 |
| muxes | 6.24 |
| adders and majority gates | 12.0 |
| AOI/OAI and AO/OA | 25.4 |
| DFF | 28.8 |
## routing by layer
| layer | track usage (%) | vias to the layer above |
|---|---|---|
| met3 | 0.821 | 2 |
| met2 | 6.60 | 19 |
| li1 | - | 502 |
| met1 | 5.64 | 405 |
| met4 | 0.868 | 0 |
| met5 | 0 | - |
## worst max path at each step
stage                             startpoint                                end  cells past startpoint
after CTS             ssd_driver_port_inp[0]  ssd_driver_tmp_cc[0]$_SDFFE_PP0P_                      7
after global routing  ssd_driver_port_inp[1]  ssd_driver_tmp_cc[0]$_SDFFE_PP0P_                      8
final                 ssd_driver_port_inp[1]  ssd_driver_tmp_cc[0]$_SDFFE_PP0P_                      8
## sequential cells by signal (all words and copies together) (netlist names)
signal	flops
ssd_driver_tmp_cc	7
ssd_driver_tmp_an	8
## placed cells by master (no fill, tap or decap), drive strengths merged, types with 2 or more instances in the layout
cell type | synthesis | layout
a211oi | 2 | 2
a21oi | 5 | 5
a22oi | 2 | 2
a31oi | 3 | 3
buf | 2 | 12
clkbuf | 8 | 4
clkdlybuf4s50 | 0 | 24
dfxtp | 15 | 15
ha | 10 | 10
inv | 9 | 9
mux2 | 4 | 4
mux2i | 2 | 2
nand2 | 13 | 13
nand2b | 8 | 8
nand3 | 3 | 3
nor2 | 6 | 6
nor3 | 2 | 2
o211ai | 4 | 4
o21a | 2 | 2
o21ai | 12 | 12
o221ai | 2 | 2
o22ai | 2 | 2
Power and IR drop assume default switching activity.
