==> ./run.sh <==
#!/bin/bash
# OpenROAD 26Q1-2900-gdf79404cd8, Yosys 0.63+post, stock flow scripts
make -C /OpenROAD-flow-scripts/flow DESIGN_CONFIG=/design/flow/config.mk WORK_HOME=/design/flow/orfs finish
==> ./config.mk <==
export PLATFORM = sky130hd
export DESIGN_NAME = top4
export DESIGN_NICKNAME = top4
export VERILOG_FILES = /design/flow/design.v
export SDC_FILE = /design/flow/constraint.sdc
export NUM_CORES = 4
export LEC_CHECK = 1
export CORE_UTILIZATION = 30
==> ./constraint.sdc <==
current_design top4

set clk_period 3.9
set clk_io_pct 0.2

create_clock -name clk0 -period $clk_period [get_ports {sys_clk}]

set non_clock_inputs [all_inputs -no_clocks]
set_input_delay [expr $clk_period * $clk_io_pct] -clock clk0 $non_clock_inputs
set_output_delay [expr $clk_period * $clk_io_pct] -clock clk0 [all_outputs]
==> ./design.v <==
module ClkDivider (
    input ClkDivider_clk,
    input ClkDivider_rst,
    output reg ClkDivider_div
    );
    localparam constantNumber = 50000000;
    reg [31:0] count;
always @ (posedge(ClkDivider_clk), posedge(ClkDivider_rst))
begin
    if (ClkDivider_rst == 1'b1)
        count <= 32'b0;
    else if (count == constantNumber - 1)
        count <= 32'b0;
    else
        count <= count + 1;
end
always @ (posedge(ClkDivider_clk), posedge(ClkDivider_rst))
begin
    if (ClkDivider_rst == 1'b1)
        ClkDivider_div <= 1'b0;
    else if (count == constantNumber - 1)
        ClkDivider_div <= ~ClkDivider_div;
    else
        ClkDivider_div <= ClkDivider_div;
end
endmodule
`timescale 1ns / 1ps
module ssd_driver 
    (
    input [3:0] ssd_driver_port_inp,
    input ssd_driver_port_idp,
    input ssd_driver_port_rst,
    output [3:0] ssd_driver_port_led,
    output [6:0] ssd_driver_port_cc,
    output ssd_driver_port_odp,
    output [7:0] ssd_driver_port_an
    );
    assign ssd_driver_port_odp = ~ssd_driver_port_idp;
    assign ssd_driver_port_led = ssd_driver_port_inp;
    assign ssd_driver_port_an = 8'b01111111;
    reg [6:0] ssd_driver_tmp_cc;
    wire [3:0] ssd_driver_digit;
    assign ssd_driver_digit = ssd_driver_port_inp;
    always@(ssd_driver_digit)
        begin: SEG_ENC
            case(ssd_driver_digit)
                4'h0:   ssd_driver_tmp_cc = 7'b1000000;
                4'h1:   ssd_driver_tmp_cc = 7'b1111001;
                4'h2:   ssd_driver_tmp_cc = 7'b0100100;
                4'h3:   ssd_driver_tmp_cc = 7'b0110000;
                4'h4:   ssd_driver_tmp_cc = 7'b0011001;
                4'h5:   ssd_driver_tmp_cc = 7'b0010010;
                4'h6:   ssd_driver_tmp_cc = 7'b0000010;
                4'h7:   ssd_driver_tmp_cc = 7'b1111000;
                4'h8:   ssd_driver_tmp_cc = 7'b0000000;
                4'h9:   ssd_driver_tmp_cc = 7'b0011000;
                4'hA:   ssd_driver_tmp_cc = 7'b0001000;
                4'hB:   ssd_driver_tmp_cc = 7'b0000011;
                4'hC:   ssd_driver_tmp_cc = 7'b1000110; 
                4'hD:   ssd_driver_tmp_cc = 7'b0100001;
                4'hE:   ssd_driver_tmp_cc = 7'b0000110;
                4'hF:   ssd_driver_tmp_cc = 7'b0001110;
                default: ssd_driver_tmp_cc = 7'hZZZZ;
            endcase
        if (ssd_driver_port_rst == 1) 
            ssd_driver_tmp_cc = 7'b1111111;
        end
        assign ssd_driver_port_cc = ssd_driver_tmp_cc;
endmodule
`timescale 1ns / 1ps
module swc(
    input swc_clk,
    input swc_rst,
    input swc_en,
    input swc_sel,
    input swc_dsel,
    output [3:0] swc_q
    );
    reg [3:0] swc_tmp = 15;
    always@(posedge swc_clk)
        begin: swc_OP
        if (swc_dsel)  
            begin
                if(swc_rst)
                    swc_tmp <=4'b0000;
                else
                    begin: UPEN_RCT
                    if(swc_en)
                        swc_tmp <= swc_tmp + 1;
                        if(swc_sel && (swc_tmp == 9))
                            swc_tmp <= 4'd0;
                    end
            end
        else 
            begin
                if(swc_rst && !swc_sel)
                    swc_tmp <=4'b1111;
                else if(swc_rst && swc_sel)
                    swc_tmp <=4'b1001;
                else
                    begin: EN_RCT
                    if(swc_en)
                        swc_tmp <= swc_tmp - 1;
                        if(swc_sel && (swc_tmp == 0))
                            swc_tmp <= 4'b1001;
                    end
            end
        end
        assign swc_q = swc_tmp;
endmodule
`timescale 1ns / 1ps
module top4(
    input sys_clk,
    input top_rst,
    input top_en,
    input top_sel,
    input top_dsel,
    input top_idp,
    output [6:0] top_cc,
    output [7:0] top_an,
    output top_odp
    );
    wire top_clk;
ClkDivider DIVIDER(
    .ClkDivider_clk(sys_clk),
    .ClkDivider_rst(0),
.   ClkDivider_div(top_clk)
    );
    wire [3:0] top_q;
swc COUNTER (
    .swc_clk(top_clk),
    .swc_rst(top_rst),
    .swc_en(top_en),
    .swc_sel(top_sel),
    .swc_dsel(top_dsel),
    .swc_q(top_q)
    );
ssd_driver DISP 
    (
    .ssd_driver_port_inp(top_q),
    .ssd_driver_port_idp(top_idp),
    .ssd_driver_port_odp(top_odp),
    .ssd_driver_port_cc(top_cc),
    .ssd_driver_port_an(top_an)
    );
    endmodule
==> CHANGELOG.md <==
### Implementation results

- # DRC: 0
- Final wirelength: about 4000 µm
- FF-to-FF setup slack: approximately 1.7 ns
- Crit path cell chain: clkdlybuf4s50_1, inv_1, clkdlybuf4s50_1
- Finished Cell Area: 2380 µm²
- Flip-flops with a built-in enable: 5
- Chip Area: between 7000 and 8000 µm²
- Fin. max-slew vios: 0
- Rel. slew slack: 58.8%
- Lkg Pwr: ~0.93 nW
- Crit share post-route: 62.9%
- Post-synth seq share: around 37%
- CP arrival: between 1.5 and 2 ns
- CP most frequent cell: clkdlybuf4s50_1
- FF/Latch Area: 791 µm²
- Synthesis-to-finish area growth: 11.2%
- Final setup fails: 0
- Setup crit end kind: output port
- Initial antenna violation count: 0
- Hold WC Path Type: reg -> reg
- Ratio of cells with drive above 1 in the final layout: slightly above 8%
- Tool warnings: 30
- # Cells Yosys: roughly 250
- Worst Path Max Fanout: 1
- Clock skew: between 0.003 and 0.004 ns
- I/O Buffers: 13
- Ys async rst share: 0%
- Avg Inst Size Synth: roughly 8.6 µm²
- Fill count: 726
- Antenna viol nets, final: 0
- Register pins left without a clock: 4
- Mapped Area: about 2100 µm²
- All-layer global routing usage: between 10% and 20%
- Core Area: 6830 µm²
- Power per Cell Area: 249 nW/µm²
- Outcome: finished clean
- Layout Cells excl Fill: about 350
- Final Wtd Congestion: just under 0.9
- Starting Density: between 30% and 40%
- TritonRoute pass-1 iters: 4
- Cells on worst reg2reg path: 5
- Synth flops: 37
- Clock Pin Slew Worst Setup and Hold Paths: around 0.060 ns
- Via/cell ratio: roughly 4.8
- Diode count: 0
- H-tree Lvls: 2
- Fin. Hold Viols: 0
- Hold Startpoint: DIVIDER.count[31]
- Reg-to-Reg Start: DIVIDER.count[0]
- Endpoints left unconstrained: 15
- Max-cap violations: 0
- Place WS: 1.44 ns
- Iteration-0 DRC count of the detailed router: 59
- Avg WL per Cell: 11.4 µm
- Die span in y: about 86 µm
- Global-route wire length before repair: about 7200 µm
- Ports: 22
- Number of global-route vias before repair: around 1600
- CTS Buf Count: 5
- Crit path required time: ~3.1 ns
- Post-Place Cell Area: roughly 2300 µm²
- Largest net degree at the start of global routing: 22
- Hold-fix buffers, CTS: 0
- Clk ins delay skew pair: about 0.28 ns
- Ys Warns: 6
- Critical path class: in -> out
- Cell Type Count: 50
- Congestion Overflow GR: 0
- Crit start category: input port
- TritonCTS clock tree: built
- Slowest CP cell: clkdlybuf4s50_1
- Max incr delay on CP: 0.45 ns
- DP Cell Count: around 350
- Most used flip-flop cell: dfxtp_1
- Logic area: around 1200 µm²
- Final hold slack: ~0.47 ns
- Period minus WS final: ~2.5 ns
- Clock buffer depth: 2
- Maximum vdd drop: about 200 µV
- RSZ-0062 raised after global routing: no
- HPWL Detailed: ~2900 µm
- YS chip area: ~2100 µm²
- Die x size: 86.4 µm
- Reg2reg end: DIVIDER.count[20]
- PnR worst setup slack: approximately 1.4 ns
- Hold Path End: DIVIDER.count[31]
- # rows: 30
- Vias: approximately 1700
- FMAX: 407 MHz
- Worst-Margin Slew: between 0.6 and 0.7 ns
- Post_cts resized: 0
- Postcts setup bufs: 0
- Worst Hold Path Cells: 1
- Root buffer cell: clkbuf_8
- Final setup TNS: 0 ns
- Synthesized instance count: approximately 250
## synth_stat cells, drive strengths merged (3+ instances only)
library cell / n / area (µm²)
nor2: 15 / 56.3
inv: 11 / 41.3
nand2: 19 / 71.3
nor4: 7 / 65.1
o21ai: 18 / 90.1
nand3: 13 / 70.1
nor3: 9 / 45.0
or3: 10 / 62.6
nand4: 10 / 75.1
edfxtp: 5 / 150
ha: 7 / 87.6
xor2: 11 / 96.3
clkbuf: 6 / 22.5
a21oi: 16 / 80.1
or4: 7 / 60.1
buf: 13 / 96.3
dfxtp: 32 / 641
o31ai: 3 / 22.5
xnor2: 8 / 77.6
## kinds of logic after synthesis
group	synth area share, %
mux	1.46
buf+inv	7.49
simple gates	28.8
fa+ha+maj	4.10
other cells	0.351
xor+xnor	8.13
flops	37.0
compound gates	12.6
## critical path, delay by kind of cell
kind,cells,cell delay [ns]
buf+inv,3,0.90
## cell type report
cell class              instances  area share [%]
multi-input cells             187            50.9
flip-flops and latches         37            33.3
repair buffers                 14            5.79
well taps                      96            5.05
clock buffers                   6            3.05
inverters                      11            1.74
clock inverters                 1           0.211
## registers in the layout, indices dropped and copies added, names as in the netlist
signal                  count
DIVIDER.ClkDivider_div      1
COUNTER.swc_tmp             4
DIVIDER.count              32
## routing by layer
| layer | GRT usage, % | vias up | part of all wire (%) |
|---|---|---|---|
| met1 | 17.7 | 770 | 50 |
| met5 | 0 | - | 0 |
| met2 | 19.6 | 27 | 45 |
| met3 | 1.93 | 4 | 3.9 |
| met4 | 1.21 | 0 | 1.1 |
| li1 | - | 900 | - |
## cell usage in the layout (no fill, tap or decap), types with 2 or more instances in the layout
master	Yosys	routed
nand2_1	19	19
clkbuf_8	0	5
inv_1	11	11
o31ai_1	3	3
nor4_1	5	5
nand4_1	8	8
or2_2	2	2
nand4_2	2	2
a211oi_1	2	2
nand3_1	12	12
xor2_1	11	11
ha_1	7	7
xnor2_1	7	7
nand4b_1	2	2
nor4bb_1	2	2
mux2i_1	2	2
o21ai_0	18	18
conb_1	2	8
clkdlybuf4s50_1	0	13
or4_4	2	2
nor2_1	15	15
or3_1	10	10
a21oi_1	16	16
edfxtp_1	5	5
or4_1	5	5
nor3_1	9	9
dfxtp_1	32	32
## metrics by stage
stage / util [%] / total power [mW]
5_1_grt: 34.8 / 0.620
2_1_floorplan: - / 0.361
3_5_place_dp: 33.7 / 0.364
6_report: 34.8 / 0.593
4_1_cts: 34.8 / 0.604
3_3_place_gp: 33.7 / 0.364
## how the worst max path moves through the flow
stage / from / endpoint / slack (ns)
after global routing: top_idp / top_odp / 1.39
final: top_idp / top_odp / 1.45
after CTS: top_idp / top_odp / 1.44
## power breakdown
part	total (mW)	leakage (nW)	internal, mW	switching [mW]
Combinational	0.0168	0.582	0.00888	0.00788
Sequential	0.340	0.310	0.340	0
Clock	0.236	0.0410	0.121	0.115
No activity file was given, so power comes from the tool's default toggle rates.
