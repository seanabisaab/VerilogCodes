$ cat flow/config.mk
export PLATFORM = sky130hd
export DESIGN_NAME = muxnx2
export DESIGN_NICKNAME = muxnx2
export VERILOG_FILES = /design/flow/design.v
export SDC_FILE = /design/flow/constraint.sdc
export NUM_CORES = 4
export LEC_CHECK = 1
export CORE_AREA = 10 10 70 70
export DIE_AREA = 0 0 80 80
$ cat flow/design.v
`timescale 1ns / 1ps
module muxnx1 #(parameter SIZE = 32)
    (
    input [$clog2(SIZE)-1:0] muxnx1_port_sel,
    input [SIZE-1:0] muxnx1_port_i,
    output muxnx1_port_out
    );
    assign muxnx1_port_out = muxnx1_port_i[muxnx1_port_sel];
endmodule
`timescale 1ns / 1ps
module muxnx2 #(parameter M =16)
    (
    input [M-1:0] muxnx2_port_I0,
    input [M-1:0] muxnx2_port_I1,
    input muxnx2_port_sel,
    output [M-1:0] muxnx2_port_out
    );
    genvar i;
generate
for (i = 0; i < M; i = i + 1)
    begin
        muxnx1 #(.SIZE(2)) CELL
        (
        .muxnx1_port_sel(muxnx2_port_sel),
        .muxnx1_port_i({muxnx2_port_I1[i], muxnx2_port_I0[i]}),
        .muxnx1_port_out(muxnx2_port_out[i])
        );
    end
endgenerate
endmodule
$ cat flow/constraint.sdc
current_design muxnx2

set clk_period 1.0
set clk_io_pct 0.2

create_clock -name clk0 -period $clk_period

set non_clock_inputs [all_inputs -no_clocks]
set_input_delay [expr $clk_period * $clk_io_pct] -clock clk0 $non_clock_inputs
set_output_delay [expr $clk_period * $clk_io_pct] -clock clk0 [all_outputs]
$ cat flow/run.sh
#!/bin/bash
# OpenROAD 26Q1-2900-gdf79404cd8, Yosys 0.63+post, stock flow scripts
make -C /OpenROAD-flow-scripts/flow DESIGN_CONFIG=/design/flow/config.mk WORK_HOME=/design/flow/orfs finish
==> results.ini <==
[run_status]
run_status=finished with violations
violations=setup timing

[yosys]
synthDominantAreaCellType=mux2_4
yosysUniqueCellTypes=5
yosys.stat.chipArea_sq_um=369.1
synthMostInstantiatedCell=buf_4
max_area_cell_share_pct=40.68
synthCells=34
postSynthSeqShare_pct=0
post_synth.cell_area_avg_sq_um=10.86
yosys-top-cells-area=mux2_4 41%, buf_4 33%, mux2_2 18%
post_synth_instance_area_sq_um=369.1
number_of_cells_in_yosys_stat=34
ys.warnings.count=0
netlist_top_cells_count=16 x buf_4, 10 x mux2_4, 6 x mux2_2

[clocking]
cts.hold.buffers_added=0

[timing]
post-route-worst-setup-slack_ns=-0.1479
period_minus_slack_ns=1.148
setup_violators_final=16
setup_total_negative_slack_ns=-1.961
finalHoldViolations=0
transition_time_at_the_pin_with_the_least_slew_margin_ns=0.07632
fmax_ghz=0.8711
timing.final.max_slew_violations=0
grt_setup_unrepaired=yes
whs_ns=0.7961
maxSlewHeadroom_pct=94.91
layout_worst_path_cycle_share_pct=114.8

[routing]
drt-total-wl_um=1347
dr.first_iter.drc_count=1
antenna_left=0
detail_route.vias_per_cell=3.098
drt-pass1-iter-count=2
post-route-drc-count=0
dr_total_vias=381
routedWlPerCell_um=10.95
antenna-diode-count=0

[pwr]
fin_total_pwr_uw=331.6
worst_ir_drop_vdd_mv=0.1442
total_leakage_power_nw=0.4699
power.density_nw_per_um2=373.7

[placement]
place_worst_setup_slack_ns=-0.8388
portBuffers=49
place.gp.congestion=0.7354
placed_area_sq_um=780.7
place_hpwl_um=1200

[floorplan]
die_area_sq_um=6400
chipWidth_um=80
standard_cell_rows=21
initCoreUtil_pct=10.81
fp.dieH_um=80
pin_count=49
fp.coreArea_sq_um=3416

[job]
stage_log_warnings=35
timing.max_cap.violations=0

[worst_setup_path]
crit_required_ns=0.80
worst_setup_path_end_kind=primary output
worstSetupStartpointType=input pin
setup.worst_path.class=input pin to primary output
timing.critical_path.fanout_max=6
critical_path_arrival_ns=0.95

[hold_path]
holdCritStartpoint=muxnx2_port_I0[0]
hold_path_depth=3
whs_endpoint=muxnx2_port_out[0]
worstHoldPathType=input pin to primary output

[layout]
area_growth_syn_to_layout_pct=140.3
final-comb-area_sq_um=240.2
seq_cell_count=0
layout.cell_area.non_filler_sq_um=887.1
clkbuf_count=0
filler_cell_count=373
drive_gt1_share_pct=58.44
seq_area_sq_um=0

[grt]
number_of_antenna_violations_at_the_first_check_in_global_routing=0
grt_usage_pct=4.018
grt_first_pass_wirelength_um=2145
overflow=0
grt_pass1_vias=470
grt_start_max_net_pins=7

-- layout by cell type, fill, tap and decap left out --
master	instances
buf_6	19
dlygate4sd2_1	32
buf_12	1
mux2_4	16
buf_2	6
buf_8	3
-- worst max path at each step --
stage          startpoint             endpoint  slack, ns  depth (start not counted)
4_1_cts   muxnx2_port_sel  muxnx2_port_out[10]      -0.15                          5
6_report  muxnx2_port_sel   muxnx2_port_out[2]      -0.15                          5
5_1_grt   muxnx2_port_sel   muxnx2_port_out[2]      -0.17                          5
-- critical path: stages --
cell    delay (ns)
buf_8         0.10
buf_8         0.13
buf_6         0.12
mux2_4        0.29
buf_6         0.11
-- through the flow --
step           util, %  cells
3_3_place_gp     22.86    113
4_1_cts          24.87    123
6_report         25.97    123
2_1_floorplan        -     34
5_1_grt          25.97    123
3_5_place_dp     22.86    113
-- metal layers --
metal | vias up | GRT usage (%) | part of all wire [%]
li1 | 187 | - | -
met1 | 158 | 5.010 | 43
met2 | 36 | 6.100 | 38
met3 | 0 | 2.500 | 19
met4 | 0 | 0 | 0
met5 | - | 0 | 0
-- cell type report --
| class | count | area share (%) |
|---|---|---|
| multi-input combinational | 16 | 27.08 |
| timing repair buffer | 61 | 66.43 |
| tap | 46 | 6.488 |
-- power breakdown --
| part | switching [mW] | internal [mW] | total (mW) | leakage, nW |
|---|---|---|---|---|
| registers | 0 | 0 | 0 | 0 |
| logic | 0.0715 | 0.260 | 0.332 | 0.470 |
| clock network | 0 | 0 | 0 | 0 |
| total | 0.0715 | 0.260 | 0.332 | 0.470 |
-- timing repair --
item | in CTS | in global routing
gates resized | 110 | 6
cloned | 0 | 0
setup buffers | 10 | 0
setup endpoints to repair | 16 | 16
-- logic make-up (layout without fill, tap and decap cells) --
group	Yosys count	after routing	synth area share, %
buffers and inverters	18	61	41.02
muxes	16	16	58.98
Power and IR drop assume default switching activity.
